==> design/flow/design.v <==
module M68kDramController_Verilog (
			input Clock,								 
			input Reset_L,     						 
			input unsigned [31:0] Address,		 
			input unsigned [15:0] DataIn,			 
			input UDS_L,								 
			input LDS_L, 								 
			input DramSelect_L,     				 
			input WE_L,  								 
			input AS_L,									 
			output reg unsigned[15:0] DataOut, 				 
			output reg SDram_CKE_H,								 
			output reg SDram_CS_L,								 
			output reg SDram_RAS_L,								 
			output reg SDram_CAS_L,								 
			output reg SDram_WE_L,								 
			output reg unsigned [12:0] SDram_Addr,			 
			output reg unsigned [1:0] SDram_BA,				 
			inout  reg unsigned [15:0] SDram_DQ,			 
			output reg Dtack_L,									 
			output reg ResetOut_L,								 
			output reg [4:0] DramState
		); 	
		reg  	[4:0] Command;										 
		reg	TimerLoad_H ;										 
		reg   TimerDone_H ;										 
		reg 	unsigned	[15:0] Timer;							 
		reg 	unsigned	[15:0] TimerValue;					 
		reg	RefreshTimerLoad_H;								 
		reg   RefreshTimerDone_H ;								 
		reg 	unsigned	[15:0] RefreshTimer;					 
		reg 	unsigned	[15:0] RefreshTimerValue;			 
		reg   unsigned [4:0] CurrentState;					 
		reg   unsigned [4:0] NextState;						 
		reg   unsigned [4:0] ReturnState;						 
		reg		unsigned [3:0] RefreshCount;			 
		reg  	unsigned [1:0] BankAddress;
		reg  	unsigned [12:0] DramAddress;
		reg	DramDataLatch_H;									 
		reg  	unsigned [15:0]SDramWriteData;
		reg  FPGAWritingtoSDram_H;								 
		reg  CPU_Dtack_L;												 
		reg  CPUReset_L;		
		parameter PoweringUp = 5'b00000 ;					 
		parameter DeviceDeselect  = 5'b11111;				 
		parameter NOP = 5'b10111;								 
		parameter BurstStop = 5'b10110;						 
		parameter ReadOnly = 5'b10101; 						 
		parameter ReadAutoPrecharge = 5'b10101; 			 
		parameter WriteOnly = 5'b10100; 						 
		parameter WriteAutoPrecharge = 5'b10100 ;			 
		parameter AutoRefresh = 5'b10001;
		parameter BankActivate = 5'b10011;					 
		parameter PrechargeSelectBank = 5'b10010;			 
		parameter PrechargeAllBanks = 5'b10010;			 
		parameter ModeRegisterSet = 5'b10000;				 
		parameter ExtModeRegisterSet = 5'b10000;			 
		parameter ModeRegisterData = 13'h0220;
		parameter InitialisingState = 5'd00;				 
		parameter WaitingForPowerUpState = 5'd01	;		 
		parameter IssueFirstNOP = 5'd02;						 
		parameter PrechargingAllBanks = 5'd03;			 
		parameter SecondNOP = 5'd04;								 
		parameter Wait = 5'd05;											 
		parameter WaitStart = 5'd06;								 
		parameter RefreshLoop = 5'd07;
		parameter RefreshFirstNOP = 5'd08;
		parameter RefreshSecondNOP = 5'd09;
		parameter RefreshThirdNOP = 5'd10;
		parameter ProgramModeRegister = 5'd11;		 
		parameter AutoRefreshPrecharge = 5'd12;
		parameter AutoRefreshNOP = 5'd13;
		parameter BeginRead = 5'd14;							 
		parameter BeginWrite = 5'd15;							 
		parameter WriteNOP = 5'd16;								 
		parameter WaitCurrentBusCycle = 5'd17;			 
		parameter WaitCASLatency = 5'd18;
	always@(posedge Clock)
		if(TimerLoad_H == 1) 				 
			Timer <= TimerValue ;			 
		else if(Timer != 16'd0) 			 
			Timer <= Timer - 16'd1 ;		 
	always@(Timer) begin
		TimerDone_H <= 0 ;					 
		if(Timer == 16'd0) 					 
			TimerDone_H <= 1 ;				 
	end
	always@(posedge Clock)
		if(RefreshTimerLoad_H == 1) 						 
			RefreshTimer  <= RefreshTimerValue ;		 
		else if(RefreshTimer != 16'd0) 					 
			RefreshTimer <= RefreshTimer - 16'd1 ;		 
	always@(RefreshTimer) begin
		RefreshTimerDone_H <= 0 ;							 
		if(RefreshTimer == 16'd0) 								 
			RefreshTimerDone_H <= 1 ;						 
	end
   always@(posedge Clock, negedge Reset_L)
	begin
		if(Reset_L == 0) 	begin  
			CurrentState <= InitialisingState;
			CPUReset_L <= 0;
		end						
		else 	begin									 
			CurrentState <= NextState;
			DramState <= NextState ;					 
			if(CurrentState == WaitStart)
				CPUReset_L <= 1 ;
			else
				CPUReset_L <= CPUReset_L ;
			SDram_CKE_H <= Command[4];			 
			SDram_CS_L  <= Command[3];			 
			SDram_RAS_L <= Command[2];			 
			SDram_CAS_L <= Command[1];			 
			SDram_WE_L  <= Command[0];			 
			SDram_Addr  <= DramAddress;		 
			SDram_BA   	<= BankAddress;		 
			Dtack_L 		<= CPU_Dtack_L ;			 
			ResetOut_L 	<= CPUReset_L ;			 
			if(FPGAWritingtoSDram_H == 1) 			 
				SDram_DQ	<= SDramWriteData ;
			else
				SDram_DQ	<= 16'bZZZZZZZZZZZZZZZZ;			 
		end
	end	
	always@(negedge Clock)
	begin
		if(DramDataLatch_H == 1)      			 
			DataOut <= SDram_DQ ;					 
	end
	always@(*)
	begin
		Command 	<= NOP ;												 
		NextState <= InitialisingState ;							 
		TimerValue <= 16'h0000;										 
		RefreshTimerValue <= 16'd375 ;							 
		TimerLoad_H <= 0;												 
		RefreshTimerLoad_H <= 0 ;									 
		DramAddress <= 13'h0000 ;									 
		BankAddress <= 2'b00 ;										 
		DramDataLatch_H <= 0;										 
		CPU_Dtack_L <= 1 ;											 
		SDramWriteData <= 16'h0000 ;								 
		FPGAWritingtoSDram_H <= 0 ;								 
		if (CurrentState == InitialisingState ) begin
			TimerValue <= 16'd5000;									 
			TimerLoad_H <= 1 ;										 
			Command <= PoweringUp ;									 
			NextState <= WaitingForPowerUpState ;				 
		end
		else if (CurrentState == WaitingForPowerUpState) begin
			Command <= PoweringUp ;									 
			if (TimerDone_H == 1) 									 
				NextState <= IssueFirstNOP ;						 
			else
				NextState <= WaitingForPowerUpState ;			 
		end
		else if (CurrentState == IssueFirstNOP) begin	 		 
			Command <= NOP ;											 
			NextState <= PrechargingAllBanks;
		end		
		else if (CurrentState == PrechargingAllBanks) begin
			Command <= PrechargeAllBanks;
			DramAddress <= 13'b0_0100_0000_0000;		 
			NextState <= SecondNOP;
		end
		else if (CurrentState == SecondNOP) begin
			Command <= NOP;
			ReturnState <= ProgramModeRegister;
			NextState <= RefreshLoop;
		end
		else if (CurrentState == RefreshLoop) begin
			Command <= AutoRefresh;
			NextState <= RefreshFirstNOP;
		end
		else if (CurrentState == RefreshFirstNOP) begin
			Command <= NOP;
			NextState <= RefreshSecondNOP;
		end 
		else if (CurrentState == RefreshSecondNOP) begin
			Command <= NOP;
			NextState <= RefreshThirdNOP;
		end 
		else if (CurrentState == RefreshThirdNOP) begin
			Command <= NOP;
			if(RefreshCount == 0)
				NextState <= ReturnState;
			else
				NextState <= RefreshLoop;			
		end 
		else if (CurrentState == ProgramModeRegister) begin
			Command <= ProgramModeRegister;
			DramAddress <= ModeRegisterData;
			ReturnState <= WaitStart;
			NextState <= RefreshFirstNOP;
		end
		else if (CurrentState == WaitStart) begin
			Command <= NOP;
			RefreshTimerLoad_H <= 1;
			NextState <= Wait;
		end
		else if (CurrentState == Wait) begin
			Command <= NOP;
			if (RefreshTimerDone_H == 1) 
				NextState <= AutoRefreshPrecharge;
			else if (DramSelect_L == 0 && AS_L == 0) begin
				DramAddress <= Address[23:11];
				BankAddress <= Address[25:24];
				Command <= BankActivate;
				if (WE_L == 1)
					NextState <= BeginRead;
				else
					NextState <= BeginWrite;
			end
			else
				NextState <= Wait;
		end
		else if (CurrentState == AutoRefreshPrecharge) begin
			Command <= PrechargeAllBanks;
			DramAddress <= 13'b0_0100_0000_0000;		 
			NextState <= AutoRefreshNOP;
		end
		else if (CurrentState == AutoRefreshNOP) begin
			Command <= NOP;
			ReturnState <= WaitStart;
			NextState <= RefreshLoop;
		end
	else if (CurrentState == BeginWrite) begin
		if (UDS_L == 0 || LDS_L == 0) begin
				Command <= WriteAutoPrecharge;
				DramAddress <= {1'b1, Address[10:1]};
				BankAddress <= Address[25:24];			
				CPU_Dtack_L <= 0;
				FPGAWritingtoSDram_H <= 1;				
				SDramWriteData <=	DataIn;
				NextState <= WriteNOP;
		end
		else
			NextState <= BeginWrite;
	end
	else if (CurrentState == WriteNOP) begin
		Command <= NOP;
		CPU_Dtack_L <= 0;
		FPGAWritingtoSDram_H <= 1;
		SDramWriteData <=	DataIn;
		NextState <= WaitCurrentBusCycle;
	end
	else if (CurrentState == BeginRead) begin
		Command <= ReadAutoPrecharge;
		DramAddress <= {1'b1, Address[10:1]};
		BankAddress <= Address[25:24];
		CPU_Dtack_L <= 0;
		TimerValue <= 16'h0002;	
		TimerLoad_H <= 1;	
		NextState <= WaitCASLatency;
	end
	else if (CurrentState == WaitCASLatency) begin
		Command <= NOP;
		CPU_Dtack_L <= 0;
		DramDataLatch_H <= 1;
		if (TimerDone_H == 1) 								
			NextState <= WaitCurrentBusCycle;				
		else
			NextState <= WaitCASLatency;
	end
	else if (CurrentState == WaitCurrentBusCycle) begin
		Command <= NOP;
		if (UDS_L == 0 || LDS_L == 0) begin
			CPU_Dtack_L <= 0;
			NextState <= WaitCurrentBusCycle;
		end
		else
			NextState <= WaitStart;
	end
	else begin
		Command <= NOP;
		NextState <= Wait;
	end
	end	 
	always @(posedge Clock) begin
		if (CurrentState == RefreshLoop)
			RefreshCount <= RefreshCount - 1;
		else if (CurrentState == AutoRefreshNOP)
			RefreshCount <= 1;
		else if (CurrentState == SecondNOP)
			RefreshCount <= 10;
		else
			RefreshCount <= RefreshCount;		
	end
endmodule
==> design/flow/run.sh <==
#!/bin/bash
# OpenROAD 26Q1-2900-gdf79404cd8, Yosys 0.63+post, stock flow scripts
make -C /OpenROAD-flow-scripts/flow DESIGN_CONFIG=/design/flow/config.mk WORK_HOME=/design/flow/orfs finish
==> design/flow/config.mk <==
export PLATFORM = sky130hd
export DESIGN_NAME = M68kDramController_Verilog
export DESIGN_NICKNAME = M68kDramController_Verilog
export VERILOG_FILES = /design/flow/design.v
export SDC_FILE = /design/flow/constraint.sdc
export NUM_CORES = 4
export LEC_CHECK = 1
export CORE_UTILIZATION = 30
==> design/flow/constraint.sdc <==
current_design M68kDramController_Verilog

set clk_period 6.1
set clk_io_pct 0.2

create_clock -name clk0 -period $clk_period [get_ports {Clock}]

set non_clock_inputs [all_inputs -no_clocks]
set_input_delay [expr $clk_period * $clk_io_pct] -clock clk0 $non_clock_inputs
set_output_delay [expr $clk_period * $clk_io_pct] -clock clk0 [all_outputs]
==> impl_metrics.yaml <==
# implementation run metrics
outcome:
  status: "completed"
run:
  max-cap-violations: 0
  warning_count: 82
critical_path:
  reg2reg_to: "DataOut[13]$_DFFE_NP_"
  worstRegToRegCells: 3
  crit_path_end_kind: "output pin"
  cp_slowest_cell: "clkdlybuf4s50_1"
  reg2reg_slack_ps: 1180
  cp.required_ps: 4880
  crit_buf_inv: 1
  startpoint_type: "flop"
  crit_arrival_ps: 4210
  crit_family: "buffers and inverters"
  worstSetupPathType: "reg2out"
  path_cells: "clkdlybuf4s50_1"
  path_max_fanout: 1
  crit_path_max_incr_delay_ps: 450
  regToRegStartpoint: "CurrentState[1]$_DFF_PN0_"
final_timing:
  slew_viol_final: 0
  relSlewSlack_pct: 39.6
  grt_setup_unrepaired: "no"
  report.final.setup_viol: 0
  unconstrained_endpoints: 2
  unclocked_pins: 2
  finClkSkew_ps: 63.2
  worst_pin_slew_ps: 904
  tns_ps: 0
  timing_hold_violations_final: 0
pwr:
  ir_worst_vdd_v: 0.000208
  power.static_leakage_nw: 2.30
  cellPowerDensity_nw_per_um2: 428
  power.switching_mw: 0.964
  p_int_mw: 1.74
  combPwrFrac_pct: 32.8
  clock_power_share_pct: 22.3
  pwr-share-seq_pct: 44.9
  p_sw_share_pct: 35.6
logic_synthesis:
  synth-async-reset-ratio_pct: 5.83
  synthFlopType: "edfxtp_1"
  postSynthCellCount: 408
  synth_flops: 103
  edf_count: 79
  yosys-stat-area_um2: 4840
  synthDistinctLibCells: 68
  yosys_warnings: 2
  netlist_area_um2: 4840
  synth_area_per_cell_um2: 11.9
  ys_cells: 408
placement:
  gp_congestion: 0.829
  placed_area_um2: 5960
  port_buffers: 90
  hpwl_um: 7180
clocking:
  root_buffer: "clkbuf_16"
  cts_tree: "built"
  clock_latency_ps: 400
  clockBufferDepth: 2
  cts_setup_buffers: 0
  post_cts_resize_count: 0
  clk_pin_slew_ps: 80
  hold_buffers: 0
  cts.htree.levels: 3
  numCtsBuffers: 9
die:
  io_pins: 114
  die_height_um: 129
  die_x_um: 129
  dieArea_um2: 16600
  fp_util_pct: 30.6
  num_rows: 46
  core_area_um2: 15800
min_path:
  holdCritStartpoint: "CPUReset_L$_DFFE_PN0P_"
  hold_depth: 0
  whs_endpoint: "ResetOut_L$_DFFE_PP_"
  hold_path.class: "reg2reg"
routing:
  dr.pass1.iters: 4
  drtIter0Drc: 183
  via_per_inst: 4.61
  antenna_cells: 0
  ant_nets: 0
  wl_per_cell_um: 13.8
  vias: 3390
  drt_wl_total_um: 10100
  drc: 0
global_route:
  grt_pass1_wl_um: 16100
  grt-ovfl-total: 0
  grt_use_met3_pct: 3.01
  busiest_layer: "met2"
  globalRouteMet1Util_pct: 17.5
  grt_pass1_vias: 3184
  track_usage_pct: 12.7
  grtUsageMet2_pct: 21.0
  grt_max_degree: 50
  antenna_found_initial: 0
final_layout:
  seqCellArea_um2: 2870
  final_cell_area_um2: 6330
  syn_to_final_growth_pct: 30.9
  fillers: 1443
  logic_area_um2: 1850
  drive_above_1_share_pct: 10.0
## synth_stat cells, drive strengths merged (7+ instances only)
library cell,number,area [um^2]
edfxtp,79,2370
and3,7,45.1
xnor2,10,95.1
inv,12,45.0
a21oi,15,78.8
dfxtp,16,320
nand2b,9,56.3
a22o,8,70.1
buf,10,60.1
nand2,30,115
nor2,38,150
nor3,15,103
and2,19,119
o21ai,24,120
nor2b,8,50.1
nand3,13,70.1
xor2,14,123
## kinds of logic after synthesis
group	share of synthesized area, %
simple gates	20.0
flops	58.8
compound gates	11.3
buf+inv	2.48
xor+xnor	4.50
fa+ha+maj	1.29
mux	1.06
latches	0.621
## layout make-up
cell class                      instances  area share (%)
Sequential cell                       103            45.4
Inverter                               11           0.652
Tap cell                              216            4.27
Multi-Input combinational cell        279            29.2
Clock inverter                         23            2.29
Timing Repair Buffer                   94            14.6
Clock buffer                            9            3.56
## worst max path at each step
stage                     start          end  slack, ps  cells after the start
4_1_cts    DataOut[9]$_DFFE_NP_   DataOut[9]        650                      1
5_1_grt   DataOut[11]$_DFFE_NP_  DataOut[11]        590                      1
6_report   DataOut[9]$_DFFE_NP_   DataOut[9]        670                      1
## state kept, by name, summed over array words and instances, names as in the netlist
name and flops:
CPUReset_L 1, CurrentState 5, DataOut 16, DramState 5, Dtack_L 1, RefreshCount 4
RefreshTimer 16, ResetOut_L 1, ReturnState 2, SDram_Addr 13, SDram_BA 2, SDram_CAS_L 1
SDram_CKE_H 1, SDram_CS_L 1, SDram_DQ 16, SDram_RAS_L 1, SDram_WE_L 1, Timer 16
## placed cells by master, fill, tap and decap left out, types with 3 or more instances in the layout
cell and instances:
and3_1 6, or4_1 4, xor2_1 14, or2_2 5, clkinv_8 3, nor2b_1 8, nor2_1 35, edfxtp_1 79
inv_1 27, dfrtp_1 6, and2_1 18, clkbuf_16 9, nand3_1 12, nor2_2 3, o21ai_0 16, mux2i_1 4
ha_1 5, xnor2_1 9, dfxtp_1 16, or3_1 4, o21ai_1 8, buf_4 4, nand2b_1 9, a31oi_1 4
a21oi_1 14, nor3_1 12, nand2_1 29, o211ai_1 4, a22o_1 8, clkdlybuf4s50_1 89
## power by group through the flow
| stage | Sequential, mW | Clock (mW) | Combinational, mW |
|---|---|---|---|
| CTS | 1.22 | 0.624 | 0.899 |
| global route | 1.26 | 0.656 | 1.00 |
| finish | 1.22 | 0.603 | 0.888 |
## metrics by stage
step	power [mW]	util [%]	worst slack [ps]	std cells	hold slack [ps]
2_1_floorplan	1.81	-	1100	408	416
3_3_place_gp	2.11	37.7	1080	704	433
3_5_place_dp	2.13	37.7	1080	704	440
4_1_cts	2.74	40.0	648	735	461
5_1_grt	2.91	40.0	594	735	487
6_report	2.71	40.0	668	735	459
## metal layers
metal | up-vias | wire length [um] | share of wire, %
li1 | 1708 | - | -
met1 | 1551 | 4460 | 44
met2 | 118 | 4760 | 47
met3 | 13 | 701 | 6.9
met4 | 0 | 214 | 2.1
met5 | - | 0 | 0
## worst register-to-register path, cell delays in order (launching register included)
cell and delay (ps):
dfrtp_1 800, nand2b_1 350, nor2_1 200, buf_4 250
No activity file was given, so power comes from the tool's default toggle rates.
